==> design.v <==
module adc_interface (
    input clk,               
    input reset,             
    output reg convst,       
    output reg sck,          
    output reg sdi,          
    input sdo,               
    output reg [11:0] adc_value   
);
    parameter IDLE = 2'b00, START_CONV = 2'b01, READ_DATA = 2'b10;
    reg [1:0] current_state = IDLE, next_state = IDLE;
    integer bit_count = 0;   
    always @(posedge clk or posedge reset) begin
        if (reset) begin
            current_state <= IDLE;
            bit_count <= 0;
            adc_value <= 0;
            sck <= 0;
            sdi <= 0;      
            convst <= 1;   
        end else begin
            current_state <= next_state;
            case(current_state)
                IDLE: begin
                    convst <= 1;
                    sck <= 0;
                    sdi <= 0;   
                    bit_count <= 0;
                    adc_value <= 0;
                    next_state <= START_CONV;
                end
                START_CONV: begin
                    convst <= 0;   
                    sdi <= 0;      
                    if (bit_count < 4) begin   
                        bit_count <= bit_count + 1;
                        next_state <= START_CONV;   
                    end else begin
                        bit_count <= 0;
                        next_state <= READ_DATA;
                    end
                end
                READ_DATA: begin
                    sck <= ~sck;   
                    sdi <= 0;      
                    if (sck) begin   
                        adc_value <= {adc_value[10:0], sdo};   
                        bit_count <= bit_count + 1;
                        if (bit_count == 12) next_state <= IDLE;   
                        else next_state <= READ_DATA;             
                    end
                end
            endcase
        end
    end
endmodule
==> run.sh <==
#!/bin/bash
# OpenROAD 26Q1-2900-gdf79404cd8, Yosys 0.63+post, stock flow scripts
make -C /OpenROAD-flow-scripts/flow DESIGN_CONFIG=/design/flow/config.mk WORK_HOME=/design/flow/orfs finish
==> config.mk <==
export PLATFORM = sky130hd
export DESIGN_NAME = adc_interface
export DESIGN_NICKNAME = adc_interface
export VERILOG_FILES = /design/flow/design.v
export SDC_FILE = /design/flow/constraint.sdc
export NUM_CORES = 4
export LEC_CHECK = 1
export CORE_UTILIZATION = 50
==> constraint.sdc <==
current_design adc_interface

set clk_period 6.9
set clk_io_pct 0.2

create_clock -name clk0 -period $clk_period [get_ports {clk}]

set non_clock_inputs [all_inputs -no_clocks]
set_input_delay [expr $clk_period * $clk_io_pct] -clock clk0 $non_clock_inputs
set_output_delay [expr $clk_period * $clk_io_pct] -clock clk0 [all_outputs]
==> flow_metrics.py <==
# Synthesis and PnR figures
metrics = {
    "clock_network": {
        "numCtsBuffers": 5,
        "clock-sinks": 50,
        "cts_resized": 0,
        "clockBufferDepth": 2,
        "path_clk_slew_ps": 90,
        "post_cts_buffers": 0,
        "htree_levels": 2,
        "clk_root_buffer_cell": "clkbuf_8",
        "clkLatencyLatePin_ps": 310,
        "cts_tree": "done",
        "cts_hold_buffers": 0,
    },
    "floorplanning": {
        "die_w_um": 77.3,
        "placementRows": 27,
        "fp.dieArea_mm2": 0.00598,
        "core_mm2": 0.00547,
        "die_h_um": 77.3,
        "ios": 18,
        "initial_utilization": 0.519,
    },
    "setup_path": {
        "arrival_ps": 1290,
        "path_buffers": 1,
        "worst-r2r-setup-slack_ps": 4370,
        "crit_type": "reg -> out",
        "crit_slowest_cell": "dfstp_2",
        "worstPathRequired_ps": 5520,
        "startpoint_type": "flop",
        "crit_family": "flip-flops",
        "critPathMaxStageDelay_ps": 540,
        "crit_fanout": 2,
        "worstPathCellList": "clkdlybuf4s50_1",
        "crit_path_end_kind": "output pin",
    },
    "global_routing": {
        "grt_pass1_wl_um": 10600,
        "grt_start_max_net_pins": 52,
        "grt_pass1_vias": 2116,
        "antenna_found_initial": 0,
        "track_usage": 0.226,
        "grt_overflow_total": 0,
    },
    "synth": {
        "netlist_instances": 286,
        "ys.warnings.count": 1,
        "synth_flops": 50,
        "syn_area_per_cell_um2": 9.92,
        "ys_cells": 286,
        "ys_seq_frac": 0.445,
        "synth_cell_types": 45,
        "yosys_area_mm2": 0.00284,
        "synth_area_mm2": 0.00284,
    },
    "cells_and_area": {
        "fin_util": 0.565,
        "final_common_cell": "dfrtp_1",
        "regArea_mm2": 0.00126,
        "fin_area_mm2": 0.00309,
        "fillers": 477,
        "drive_gt1_frac": 0.0690,
        "logic_area_mm2": 0.00140,
        "area_delta_synth_final_pct": 8.91,
        "lay_top_cells": "dfrtp_1 (47), nand4_1 (22), a31oi_1 (20), nand3_1 (20), nand2_1 (19)",
    },
    "power_and_ir_drop": {
        "ir_worst_vdd_v": 0.000129,
        "pwr_density_cell_mw_per_mm2": 212,
        "total_leakage_power_nw": 1.25,
    },
    "final_timing": {
        "holdWs_ps": 372,
        "worst_clock_skew_ps": 9.21,
        "period_used_share": 0.386,
        "finalSetupViolations": 0,
        "fin_crit_ps": 2670,
        "slew_violations": 0,
        "rsz0062_at_grt": "false",
        "relSlewSlack": 0.465,
        "hold_viol_final": 0,
        "worst_slew_pin_slew_ps": 802,
        "fmax_mhz": 375,
        "fin_setup_tns_ps": 0,
    },
    "routing": {
        "vias": 2298,
        "wirelength_um": 6070,
        "drc": 0,
        "postRouteAntennaNets": 0,
        "drt_first_pass_iters": 4,
        "drt-initial-drc-count": 138,
        "via_per_inst": 6.35,
        "insertedDiodeCount": 0,
        "wire_per_inst_um": 16.8,
    },
    "place": {
        "port-buffer-count": 16,
        "post_dp_cell_area_mm2": 0.00298,
        "place_congestion": 0.820,
        "place_hpwl_um": 3800,
    },
    "outcome": {
        "status": "finished, final reports clean",
    },
    "job": {
        "max_cap_violations": 0,
        "warnings": 29,
    },
    "min_path": {
        "holdCritPathClass": "reg -> reg",
    },
}
[metrics by stage]
step	power, W	cells	setup WS [ps]
detailed placement	0.000452	354	4390
global route	0.000693	362	4150
global placement	0.000452	354	4410
finish	0.000655	362	4230
floorplan	0.000414	286	4380
CTS	0.000662	362	4220
[area by class of cell]
cell class	count	area share
repair buffers	20	0.0615
inverters	11	0.0134
flip-flops and latches	50	0.409
clock buffers	6	0.0235
clock inverters	2	0.0121
multi-input cells	201	0.452
well taps	72	0.0291
[power breakdown]
part           switching [W]  internal, W  leakage (nW)  total [W]
clock               0.000101     0.000108        0.0514   0.000209
combinational      0.0000807    0.0000478         0.514   0.000128
sequential        0.00000997     0.000308         0.679   0.000318
total               0.000192     0.000464          1.25   0.000655
[routing by layer]
layer	GRT usage	up-vias	share of wire
li1	-	1106	-
met1	0.374	1125	0.49
met2	0.335	63	0.45
met3	0.0418	4	0.050
met4	0.0226	0	0.0066
met5	0	-	0
[synthesized netlist by cell type (all sizes together)]
| cell | instances | area, µm² |
|---|---|---|
| a211o | 1 | 17.5 |
| a21boi | 1 | 7.51 |
| a21o | 1 | 7.51 |
| a21oi | 3 | 15.0 |
| a221o | 3 | 30.0 |
| a22o | 13 | 114 |
| a31o | 2 | 17.5 |
| a31oi | 20 | 125 |
| a41oi | 1 | 8.76 |
| and2 | 4 | 25.0 |
| and3 | 11 | 68.8 |
| and4 | 9 | 83.8 |
| buf | 15 | 104 |
| clkbuf | 9 | 33.8 |
| conb | 1 | 3.75 |
| dfrtp | 47 | 1180 |
| dfstp | 1 | 26.3 |
| edfxtp | 2 | 60.1 |
| ha | 6 | 75.1 |
| inv | 11 | 41.3 |
| mux2i | 16 | 160 |
| nand2 | 20 | 82.6 |
| nand2b | 3 | 18.8 |
| nand3 | 20 | 100 |
| nand3b | 3 | 22.5 |
| nand4 | 22 | 138 |
| nand4b | 1 | 8.76 |
| nor2 | 6 | 25.0 |
| nor3 | 4 | 20.0 |
| nor4 | 9 | 71.3 |
| nor4b | 1 | 15.0 |
| o2111a | 2 | 22.5 |
| o2111ai | 1 | 8.76 |
| o21a | 1 | 7.51 |
| o21ai | 9 | 45.0 |
| o22ai | 4 | 25.0 |
| o311ai | 2 | 17.5 |
| o41ai | 1 | 8.76 |
[cell families (layout without fill, tap and decap cells)]
logic type	Yosys count	in the layout	share of synthesized area
buffers and inverters	35	39	0.0630
adder cells (fa/ha/maj)	6	6	0.0265
AND/OR/NAND/NOR	113	113	0.239
flip-flops	50	50	0.445
AND-OR/OR-AND	65	65	0.168
multiplexers	16	16	0.0564
other	1	1	0.00132
[worst paths after layout]
path,to,cells after the start,start
max in group asynchronous,bit_count[19]$_DFFE_PP0P_,3,reset
min in group asynchronous,current_state[0]$_DFF_PP0_,2,reset
hold reg to reg,current_state[0]$_DFF_PP0_,0,next_state[0]$_DFFE_PP_
setup / recovery,convst,1,convst$_DFFE_PP1P_
setup reg to reg,bit_count[31]$_DFFE_PP0P_,8,current_state[0]$_DFF_PP0_
hold / removal,current_state[0]$_DFF_PP0_,0,next_state[0]$_DFFE_PP_
[flip-flops by register name (all words and copies together) (netlist names)]
| name | count |
|---|---|
| bit_count | 32 |
| adc_value | 12 |
| current_state | 2 |
| next_state | 2 |
| sck | 1 |
| convst | 1 |
Power figures rest on the tool's default switching activity, not on a simulated workload.
