$ cat flow/run.sh
#!/bin/bash
# OpenROAD 26Q1-2900-gdf79404cd8, Yosys 0.63+post, stock flow scripts
make -C /OpenROAD-flow-scripts/flow DESIGN_CONFIG=/design/flow/config.mk WORK_HOME=/design/flow/orfs finish
$ cat flow/config.mk
export PLATFORM = sky130hd
export DESIGN_NAME = BikeHealthPro
export DESIGN_NICKNAME = BikeHealthPro
export VERILOG_FILES = /design/flow/design.v
export SDC_FILE = /design/flow/constraint.sdc
export NUM_CORES = 4
export LEC_CHECK = 1
export CORE_UTILIZATION = 30
$ cat flow/constraint.sdc
current_design BikeHealthPro

set clk_period 3.6
set clk_io_pct 0.2

create_clock -name clk0 -period $clk_period [get_ports {clk}]

set non_clock_inputs [all_inputs -no_clocks]
set_input_delay [expr $clk_period * $clk_io_pct] -clock clk0 $non_clock_inputs
set_output_delay [expr $clk_period * $clk_io_pct] -clock clk0 [all_outputs]
$ cat flow/design.v
module BikeHealthPro (
    input clk,                   
    input reset,                 
    output reg pdcm,             
    output dir,                  
    input fault_in,              
    output reg fault_out,        
    output [1:0] leds,           
    output reg [2:0] psw,        
    input [7:0] in_height,       
    input [6:0] in_weight        
);
    reg [12:0] cnt = 13'b0;
    reg [11:0] sclkdiv = 12'b000000000000;
    wire clk1;
    reg [2:0] prev_psw = 3'b0;
    reg ramp_enable = 0;
    reg [7:0] height;             
    reg [6:0] weight;             
    reg [5:0] bmi;                
    reg [3:0] speed_level;
    reg led_increase = 0;
    reg led_decrease = 0;
    parameter BMI_MIN = 15;
    parameter BMI_MAX = 30;
    parameter SPEED_MIN = 1; 
    parameter SPEED_MAX = 10;
    always @(posedge clk or posedge reset) begin
        if (reset) cnt <= 13'b0;
        else if (cnt == 13'd5000) cnt <= 13'b0;
        else cnt <= cnt + 1;
    end
    assign clk1 = cnt[12];
    always @(posedge clk1) begin
        if (sclkdiv == 12'b101011110000) sclkdiv <= 12'b000000000000;
        else sclkdiv <= sclkdiv + 1;
    end
    initial begin
        pdcm = 1'b0;
        fault_out = 1'b0;
        psw = 3'b0;
        height = 8'b0;
        weight = 7'b0;
        bmi = 6'b0;
        speed_level = 4'b0;
        ramp_enable = 0;
        prev_psw = 3'b0;
        led_increase = 0;
        led_decrease = 0;
    end
    always @(posedge clk1 or posedge reset) begin
        if (reset) begin
            pdcm <= 1'b0;
            fault_out <= 1'b0;
            psw <= 3'b0;
            height <= 8'b0;
            weight <= 7'b0;
            bmi <= 6'b0;
            speed_level <= 4'b0;
            ramp_enable <= 0;
            prev_psw <= 3'b0;
            led_increase <= 0;
            led_decrease <= 0;
        end else begin
            bmi <= (weight * 100 * 100) / (height * height);
            if (sclkdiv == 12'b000000000000) pdcm <= 1'b1;
            else if (fault_in) pdcm <= 1'b0;  
            else if (sclkdiv == 12'd50000) pdcm <= 1'b0;  
            else begin
                case (psw[1:0])  
                    2'b00: pdcm <= (sclkdiv == 12'b101011110000) ? 1'b0 : pdcm; 
                    2'b01: pdcm <= (sclkdiv == 12'b110011110000) ? 1'b0 : pdcm; 
                    2'b10: pdcm <= (sclkdiv == 12'b100011110000) ? 1'b0 : pdcm; 
                    2'b11: pdcm <= (sclkdiv == 12'b011011110000) ? 1'b0 : pdcm; 
                endcase
            end
            led_increase <= (speed_level > prev_speed_level);
            led_decrease <= (speed_level < prev_speed_level);
            fault_out <= fault_in;
        end
    end
    reg [3:0] prev_speed_level;
    always @(posedge clk1) prev_speed_level <= speed_level;
    assign leds = {led_increase, led_decrease};
    assign dir = psw[2];
endmodule
==> flow_metrics.tcl <==
# flow metrics
set metrics [dict create \
    cts_setup_buffers 0 \
    path_class "flip-flop to flip-flop" \
    cpMaxStageDelayCell "dfrtp_1" \
    p_per_area_nw_per_um2 202.7 \
    max_slew_margin_pct 62.94 \
    gr-total-overflow 0 \
    synth_cell_type_count 32 \
    finalMaxSlewViolations 0 \
    path_clk_slew_ns 0.05 \
    dp_hpwl_mm 1.429 \
    min_path_type "flip-flop to flip-flop" \
    warnings 42 \
    ys_chip_area_um2 1282 \
    final_cells 181 \
    grt_pass1_vias 764 \
    synth_top_cell_by_area "dfrtp_1" \
    fin_crit_ns 1.555 \
    fmax_mhz 643.0 \
    routedWlPerCell_um 10.55 \
    cts_resized 0 \
    cp_cell_sequence "and2_1 -> and4_1 -> nand2b_1 -> mux2i_1" \
    grt_max_degree 18 \
    fillers 397 \
    cts-htree-levels 1 \
    end_kind "flip-flop" \
    critPathTopFamily "simple AND/OR/NAND/NOR gates" \
    syn_area_um2 1282 \
    ys_cells 128 \
    path_max_fanout 17 \
    switching_share_pct 19.37 \
    die_area_um2 4540 \
    dieHeight_um 67.38 \
    core_um2 4058 \
    viasPerCell 4.641 \
    async_flop_share_pct 55.56 \
    cts_root_buf "clkbuf_8" \
    clock_latency_ns 0.24 \
    hold_buffers 0 \
    post-route-drc-count 0 \
    max-cap-violations 0 \
    ff_type "dfrtp_1" \
    track_usage_pct 8.834 \
    timing.rr.start "cnt[12]" \
    gp_congestion 0.8135 \
    ys_seq_share_pct 48.00 \
    hold_viol 0 \
    ant_nets 0 \
    p_comb_share_pct 2.0 \
    antenna_found_initial 0 \
    hp-start "cnt[9]" \
    cp-startpoint "cnt[12]" \
    seq_power_share_pct 52.1 \
    grt_pass1_wl_mm 3.153 \
    status "finished clean" \
    most_common_cell "dfrtp_1" \
    std_cell_rows 23 \
    avgSynthCellArea_um2 10.02 \
    ys_seq_elements 27 \
    port_buffers 4 \
    routed_wl_mm 1.910 \
    syn_inst 128 \
    critPathRequiredTime_ns 3.70 \
    antenna_cells 0 \
    internal_power_uw 226.4 \
    finalSetupTns_ns 0 \
    untimed_endpoints 16 \
    p_leak_uw 0.0006294 \
    synthTopCellsByCount "15 x dfrtp_1, 12 x dfxtp_1, 11 x nor2_1, 8 x xnor2_1, 8 x xor2_1" \
    switchingPower_uw 54.40 \
    dr.pass1.iters 4 \
    yosysWarnings 2 \
    pin_count 26 \
    tightest_slew_ns 0.5536 \
    critPathBufInv 0 \
    fin_crit_sh_pct 43.20 \
    num_vias 840 \
    unclocked_pins 14 \
    die_w_um 67.38 \
    synth.top_cell.area_share_pct 29.27 \
    setup_viol 0 \
    dp_cells 177 \
    area_growth_pct 8.000 \
    cts_buffers 3 \
    drt-initial-drc-count 40 \
    topCellsByArea "dfrtp_1 29%, dfxtp_1 19%, xnor2_1 5.5%" \
    p_clk_share_pct 45.9 \
    clock_skew_ns 0.003158 \
    rsz0062_at_grt "no" \
    cts.path.max_buffers 2 \
    drive_gt1_share_pct 3.817 \
    cp-start-kind "flip-flop" \
    critPathArrivalTime_ns 1.65 \
    ir_drop_v 0.0001287 \
    initial_utilization_pct 31.61 \
    cts_tree "done" \
    cp_slowest_stage_delay_ns 0.64 \
    synth-edff-count 0 \
]
-- area by class of cell --
type                            count  area [um2]  share of cell area [%]
Clock buffer                        4       45.04                   3.252
Multi-Input combinational cell     91       603.1                   43.54
Timing Repair Buffer                4       40.04                   2.891
Sequential cell                    27       615.6                   44.44
Tap cell                           50       62.56                   4.517
Inverter                            5       18.77                   1.355
-- placed cells by master, fill, tap and decap left out --
| cell | netlist | final |
|---|---|---|
| a21oi_1 | 1 | 1 |
| and2_1 | 1 | 1 |
| and3_1 | 6 | 6 |
| and4_1 | 4 | 4 |
| clkbuf_1 | 1 | 1 |
| clkbuf_8 | 0 | 3 |
| clkdlybuf4s50_1 | 0 | 4 |
| conb_1 | 1 | 6 |
| dfrtp_1 | 15 | 15 |
| dfxtp_1 | 12 | 12 |
| ha_1 | 4 | 4 |
| inv_1 | 5 | 5 |
| mux2i_1 | 1 | 1 |
| nand2_1 | 7 | 7 |
| nand2b_1 | 1 | 1 |
| nand3_1 | 7 | 7 |
| nand3b_1 | 3 | 3 |
| nand4_1 | 7 | 7 |
| nor2_1 | 11 | 11 |
| nor2b_1 | 3 | 3 |
| nor3_1 | 1 | 1 |
| nor3b_1 | 1 | 1 |
| nor4_1 | 1 | 1 |
| nor4b_2 | 1 | 1 |
| nor4b_4 | 1 | 1 |
| o21ai_0 | 3 | 3 |
| o21ai_1 | 2 | 2 |
| o22ai_1 | 1 | 1 |
| or3_1 | 1 | 1 |
| or4_1 | 1 | 1 |
| xnor2_1 | 8 | 8 |
| xor2_1 | 8 | 8 |
-- worst reg2reg max path, stage by stage (launching register included) --
cell and delay [ns]:
dfrtp_1 0.64, and2_1 0.19, and4_1 0.35, nand2b_1 0.15, mux2i_1 0.08
-- path summary, 6_finish.rpt --
| path | depth (start not counted) | slack, ns | endpoint |
|---|---|---|---|
| max in group asynchronous | 2 | 2.41 | cnt[7] |
| max reg2reg | 4 | 2.04 | cnt[12] |
| max | 4 | 2.04 | cnt[12] |
| min | 1 | 0.49 | cnt[9] |
| min reg2reg | 1 | 0.49 | cnt[9] |
| min in group asynchronous | 2 | 0.83 | cnt[4] |
-- per-layer routing --
metal / vias up / track usage, % / wire [um]
li1: 436 / - / -
met1: 390 / 13.11 / 1021
met2: 10 / 14.63 / 832
met3: 4 / 0.6849 / 41
met4: 0 / 1.330 / 15
met5: - / 0 / 0
-- power by group through the flow --
stage         Clock, uW  Combinational (uW)  Sequential [uW]
CTS                 129                5.84              146
global route        135                6.50              146
finish              129                5.53              146
-- registers in the layout (all words and copies together) (netlist names) --
register   cells
cnt           13
fault_out      1
pdcm           1
sclkdiv       12
-- kinds of logic after synthesis --
group | after synthesis | share of synthesized area (%)
adders and majority gates | 4 | 3.903
DFF | 27 | 48.00
other | 1 | 0.2924
AOI/OAI and AO/OA | 7 | 2.829
and+or+nand+nor | 57 | 26.83
buffers and inverters | 15 | 6.438
muxes | 1 | 0.7805
xor gates and xnor gates | 16 | 10.93
-- stage by stage --
stage	utilization [%]	power, uW	instance area, um2	worst slack [ns]	hold slack (ns)
final	34.14	280.8	1385	2.045	0.4895
after global routing	34.14	287.3	1385	1.875	0.5222
after CTS	34.14	281.6	1385	2.005	0.4880
after detailed placement	33.03	154.6	1340	2.020	0.4813
after global placement	33.03	154.6	1340	2.107	0.4691
after floorplan	-	156.0	1301	2.205	0.4497
No activity file was given, so power comes from the tool's default toggle rates.
