<file path="design/flow/config.mk">
export PLATFORM = sky130hd
export DESIGN_NAME = dc_motor
export DESIGN_NICKNAME = dc_motor
export VERILOG_FILES = /design/flow/design.v
export SDC_FILE = /design/flow/constraint.sdc
export NUM_CORES = 4
export LEC_CHECK = 1
export CORE_AREA = 10 10 87 87
export DIE_AREA = 0 0 97 97
</file>
<file path="design/flow/constraint.sdc">
current_design dc_motor

set clk_period 1.4
set clk_io_pct 0.2

create_clock -name clk0 -period $clk_period [get_ports {clk}]

set non_clock_inputs [all_inputs -no_clocks]
set_input_delay [expr $clk_period * $clk_io_pct] -clock clk0 $non_clock_inputs
set_output_delay [expr $clk_period * $clk_io_pct] -clock clk0 [all_outputs]
</file>
<file path="design/flow/design.v">
module dc_motor (
    input [2:0]psw,  
    output reg pdcm,  
    output dir,   
    input clk   
);
reg [7:0] cnt = 8'b00000000;
reg [11:0] sclkdiv = 12'b000000000000;
wire clk1;
always @(posedge clk)
begin : P1
    cnt <= cnt + 1;
end
assign clk1 = cnt[7];
always @(posedge clk1)
begin : P2
    if (sclkdiv == 12'b101011110000)
        sclkdiv <= 12'b000000000000;
    else
        sclkdiv <= sclkdiv + 1;
end
always @(posedge clk1)
begin : P3
    if(sclkdiv == 12'b000000000000)
        pdcm <= 1'b1;   
    else 
        case (psw[1:0])   
            2'b00: if(sclkdiv == 12'b101011110000) pdcm <= 1'b0;  
            2'b01: if(sclkdiv == 12'b110011110000) pdcm <= 1'b0;  
            2'b10: if(sclkdiv == 12'b100011110000) pdcm <= 1'b0;  
            2'b11: if(sclkdiv == 12'b011011110000) pdcm <= 1'b0;  
        endcase
end
assign dir = psw[2];
endmodule
</file>
<file path="design/flow/run.sh">
#!/bin/bash
# OpenROAD 26Q1-2900-gdf79404cd8, Yosys 0.63+post, stock flow scripts
make -C /OpenROAD-flow-scripts/flow DESIGN_CONFIG=/design/flow/config.mk WORK_HOME=/design/flow/orfs finish
</file>
==> impl_metrics.py <==
# Synthesis and PnR figures
metrics = {
    "route": {
        "antenna_cells_inserted": 0,
        "wl_um": 1250,
        "first_pass_iters": 4,
        "vias": 593,
        "drtIter0Drc": 39,
        "avgRoutedWirePerCell_um": 7.38,
        "routed_via_density": 3.51,
        "postRouteAntennaNets": 0,
        "route.detailed.drc": 0,
    },
    "worst_setup_path": {
        "critical_path_required_ns": 1.51,
        "reg2regPathDepth": 3,
        "cp_max_fo": 4,
        "worst_setup_path_start_kind": "flip-flop",
        "crit_arrival_ns": 1.06,
        "end_kind": "flip-flop",
        "worst-setup-path-type": "reg -> reg",
    },
    "timing": {
        "setup_violations": 0,
        "slew_headroom": 0.653,
        "hold_violations": 0,
        "fin_worst_skew_ns": 0.000580,
        "worst_pin_slew_ns": 0.517,
        "fmax_mhz": 1050,
        "rsz0062_at_grt": "no",
        "finalClockPeriodUsage": 0.678,
        "unclocked_regs": 13,
        "whs_ns": 0.395,
        "finalCriticalPeriod_ns": 0.949,
        "drv_slew": 0,
        "tns_ns": 0,
        "untimed_endpoints": 14,
        "fin_ws_ns": 0.451,
    },
    "clock_tree": {
        "cts_htree_levels": 1,
        "clock.latency.late_pin_ns": 0.22,
        "tritoncts": "built",
        "cts.repair.resized": 0,
        "clockBufferDepth": 2,
        "cts_root_buf": "clkbuf_8",
        "cts_made_buffers": 3,
        "path_clk_slew_ns": 0.04,
        "post_cts.repair.setup_buffers": 0,
        "cts_hold_buf": 0,
    },
    "logic_synthesis": {
        "syn_avg_cell_area_sq_um": 9.84,
        "yosysWarnings": 1,
        "synth_top_cell_by_count": "dfxtp_1",
        "ys_ff": 21,
        "adder_share": 0.0419,
        "synthTopCellsByCount": "dfxtp_1, nor2_1, xnor2_1",
        "logic_family": "simple AND/OR/NAND/NOR gates",
        "yosys_most_used_dff": "dfxtp_1",
        "synth_top_area_share": 0.469,
        "synthSimpleGateAreaFrac": 0.265,
        "ys_types": 29,
        "area_leaders": "dfxtp_1, xnor2_1, xor2_1",
        "mux_share": 0.0112,
        "yosysChipArea_sq_um": 896,
        "top_area_cell": "dfxtp_1",
        "synth-async-reset-ratio": 0,
        "syn_area_sq_um": 896,
        "ys_cells": 91,
        "edf_count": 0,
        "yosysSeqAreaShare": 0.469,
        "aoi_share": 0.0559,
        "xor_area_frac": 0.127,
        "synthCells": 91,
    },
    "power": {
        "switching_share": 0.164,
        "p_leak_nw": 0.402,
        "clockPowerShare": 0.527,
        "seqPwrFrac": 0.455,
        "power_switching_mw": 0.0825,
        "p_per_area_nw_per_um2": 476,
        "internal-power_mw": 0.420,
        "p_total_mw": 0.503,
        "worst_ir_drop_vdd_uv": 588,
        "p_comb_frac": 0.017,
    },
    "global_routing": {
        "grt_usage": 0.0266,
        "grt_pass1_wl_um": 2280,
        "first_global_vias": 514,
        "grt-ovfl-total": 0,
        "grt_max_degree": 14,
        "grt_antenna_before_repair": 0,
    },
    "min_path": {
        "hold_depth": 1,
        "hp-class": "reg -> reg",
    },
    "job": {
        "max_cap_viol_count": 0,
        "warnings": 26,
    },
    "floorplanning": {
        "die_x_um": 97,
        "core_sq_um": 5640,
        "die-height_um": 97,
        "initCoreUtil": 0.159,
        "std_cell_rows": 27,
        "die_area_sq_um": 9410,
        "ioPinCount": 6,
    },
    "placed_design": {
        "routabilityCongestion": 0.782,
        "dp_hpwl_um": 931,
        "io_buffers": 3,
        "pre_cts_ws_ns": 0.470,
    },
    "finish": {
        "drive_gt1_frac": 0.0619,
        "area_growth_pct": 18.0,
        "fillers": 613,
        "utilization": 0.187,
    },
    "status": {
        "status": "complete, no violations",
    },
}
[metrics by stage]
stage,area [sq um],std cells
6_report,1060,169
5_1_grt,1060,169
4_1_cts,1060,169
3_5_place_dp,1020,166
3_3_place_gp,1020,166
2_1_floorplan,896,91
[power by group through the flow]
stage | combinational (mW) | clock [mW] | sequential (mW)
4_1_cts | 0.00873 | 0.273 | 0.229
5_1_grt | 0.00927 | 0.284 | 0.229
6_report | 0.00877 | 0.265 | 0.229
[critical path, cell delays in order (launching register included)]
cell and delay [ns]:
dfxtp_1 0.37, and3_1 0.23, nand3_1 0.10, xnor2_1 0.13
[path summary, 6_finish.rpt]
path | start | endpoint | slack [ns]
worst min register to register | cnt[0] | cnt[0] | 0.39
worst max-delay path | cnt[2] | cnt[7] | 0.45
worst max register to register | cnt[2] | cnt[7] | 0.45
worst min-delay path | cnt[0] | cnt[0] | 0.39
[metal layers]
| metal | part of all wire | GRT usage |
|---|---|---|
| met1 | 0.59 | 0.0410 |
| met5 | 0 | 0 |
| met2 | 0.36 | 0.0373 |
| met3 | 0.042 | 0.00788 |
| met4 | 0 | 0 |
[layout make-up]
type | count | area (sq um) | share of cell area
inverters | 5 | 18.8 | 0.0178
flip-flops and latches | 21 | 420 | 0.398
multi-input cells | 64 | 449 | 0.425
clock buffers | 3 | 41.3 | 0.0391
repair buffers | 4 | 37.5 | 0.0355
well taps | 72 | 90.1 | 0.0852
[sequential cells by signal, indices dropped and copies added, names as in the netlist]
signal and count:
pdcm 1, sclkdiv 12, cnt 8
[layout by cell type, fill, tap and decap left out, types with 2 or more instances in the layout]
cell              n
nand2_1           3
clkdlybuf4s50_1   3
and3_1            4
clkbuf_8          3
nor2_1           11
o21ai_0           3
inv_1             5
nand3_1           6
xor2_1            5
nand4_1           3
a21oi_1           2
ha_1              3
dfxtp_1          21
xnor2_1           8
[cells by family after synthesis]
group                    after synthesis
AND-OR/OR-AND                          8
multiplexers                           1
adder cells (fa/ha/maj)                3
AND/OR/NAND/NOR                       39
flip-flops                            21
buffers and inverters                  6
XOR/XNOR                              13
Power is estimated from default activity; no workload was simulated.
